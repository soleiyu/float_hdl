==> design/flow/design.v <==
module float_addsub(
	input wire clk,
	input wire [31:0] v1,
	input wire [31:0] v2,
	input wire op,
	output wire [31:0] vres
);
	assign vres = res;
	reg [31:0] vb;
	reg [31:0] vs;
	reg [7:0] dexp;
	reg [7:0] eb;
	reg [7:0] es;
	reg [22:0] vb2;
	reg [22:0] vs2;
	reg opb;
	reg ops;
	reg [7:0] eb2;
	reg [7:0] es2;
	reg [24:0] vb3;
	reg [24:0] vs3;
	reg opb2;
	reg ops2;
	reg [7:0] vexp3;
	reg [24:0] r;
	reg op3;
	reg [7:0] vexp4;
	reg [7:0] vexp5;
	reg [23:0] lzr;
	reg op4;
	reg op5;
	wire [7:0] lznum;
	wire [23:0] lzres;
	lzsv lzm(
		.clk(clk),
		.v(r),
		.num(lznum),
		.res(lzres)
	);
	reg [31:0] res;
	always @(posedge clk) begin
		if (v2[30:23] < v1[30:23]) begin
			vb <= v1;
			vs <= {v2[31] ^ op, v2[30:0]};
		end else if (v1[30:23] < v2[30:23]) begin
			vb <= {v2[31] ^ op, v2[30:0]};
			vs <= v1;
		end else if (v2[22:0] < v1[22:0]) begin
			vb <= v1;
			vs <= {v2[31] ^ op, v2[30:0]};
		end else begin
			vb <= {v2[31] ^ op, v2[30:0]};
			vs <= v1;
		end
		opb <= vb[31];
		ops <= vs[31];
		dexp <= vb[30:23] - vs[30:23];
		eb <= vb[30:23];
		es <= vs[30:23];
		vb2 <= vb;
		vs2 <= vs;
		opb2 <= opb;
		ops2 <= ops;
		eb2 <= eb;
		es2 <= es;
		vb3 <= {2'b1, vb2};
		vs3 <= {1'b0, vssf({1'b1, vs2}, dexp)};
		if ((eb2 == es2) && (vb3 == vs3) && (opb2 ^ ops2)) begin
			op3 <= 1'b0;
			vexp3 <= 8'b0;
		end else begin
			op3 <= opb2;
			vexp3 <= eb2;
		end
		if (eb2 == 8'b0) begin
			r <= 25'b0;
		end else if (es2 == 8'b0) begin
			r <= vb3;
		end else if (opb2 ^ ops2) begin
			r <= vb3 - vs3;
		end else begin
			r <= vb3 + vs3;
		end
		op4 <= op3;
		op5 <= op4;
		vexp4 <= vexp3;
		vexp5 <= vexp4 - lznum;
		lzr <= lzres;
		res[31] <= op5;
		res[30:23] <= vexp5;
		res[22:0] <= lzr[22:0];
	end
function [23:0] vssf(input [23:0] v, input [7:0] num);
begin
  case(num)
  8'd0: vssf = v;
  8'd1: vssf = {1'b0, v[23:1]};
  8'd2: vssf = {2'b0, v[23:2]};
  8'd3: vssf = {3'b0, v[23:3]};
  8'd4: vssf = {4'b0, v[23:4]};
  8'd5: vssf = {5'b0, v[23:5]};
  8'd6: vssf = {6'b0, v[23:6]};
  8'd7: vssf = {7'b0, v[23:7]};
  8'd8: vssf = {8'b0, v[23:8]};
  8'd9: vssf = {9'b0, v[23:9]};
  8'd10: vssf = {10'b0, v[23:10]};
  8'd11: vssf = {11'b0, v[23:11]};
  8'd12: vssf = {12'b0, v[23:12]};
  8'd13: vssf = {13'b0, v[23:13]};
  8'd14: vssf = {14'b0, v[23:14]};
  8'd15: vssf = {15'b0, v[23:15]};
  8'd16: vssf = {16'b0, v[23:16]};
  8'd17: vssf = {17'b0, v[23:17]};
  8'd18: vssf = {18'b0, v[23:18]};
  8'd19: vssf = {19'b0, v[23:19]};
  8'd20: vssf = {20'b0, v[23:20]};
  8'd21: vssf = {21'b0, v[23:21]};
  8'd22: vssf = {22'b0, v[23:22]};
  8'd23: vssf = {23'b0, v[23]};
  default: vssf = 24'b0;
  endcase
end
endfunction
endmodule
module lz(
	input wire clk,
	input wire [23:0] v,
	output wire [4:0] num
);
 reg [4:0] cnum;
 assign num = cnum;
always @(posedge clk) begin
	if (v[23]) cnum <= 5'd0;
	else if (v[22]) cnum <= 5'd1;
	else if (v[21]) cnum <= 5'd2;
	else if (v[20]) cnum <= 5'd3;
	else if (v[19]) cnum <= 5'd4;
	else if (v[18]) cnum <= 5'd5;
	else if (v[17]) cnum <= 5'd6;
	else if (v[16]) cnum <= 5'd7;
	else if (v[15]) cnum <= 5'd8;
	else if (v[14]) cnum <= 5'd9;
	else if (v[13]) cnum <= 5'd10;
	else if (v[12]) cnum <= 5'd11;
	else if (v[11]) cnum <= 5'd12;
	else if (v[10]) cnum <= 5'd13;
	else if (v[ 9]) cnum <= 5'd14;
	else if (v[ 8]) cnum <= 5'd15;
	else if (v[ 7]) cnum <= 5'd16;
	else if (v[ 6]) cnum <= 5'd17;
	else if (v[ 5]) cnum <= 5'd18;
	else if (v[ 4]) cnum <= 5'd19;
	else if (v[ 3]) cnum <= 5'd20;
	else if (v[ 2]) cnum <= 5'd21;
	else if (v[ 1]) cnum <= 5'd22;
	else if (v[ 0]) cnum <= 5'd23;
	else cnum <= 5'd24;
end
endmodule
module lzv(
	input wire clk,
	input wire [23:0] v,
	output wire [23:0] res
);
 reg [23:0] cnum;
 assign res = cnum;
always @(posedge clk) begin
	if (v[23]) cnum <= v;
	else if (v[22]) cnum <= {v[22:0],  1'b0};
	else if (v[21]) cnum <= {v[21:0],  2'b0};
	else if (v[20]) cnum <= {v[20:0],  3'b0};
	else if (v[19]) cnum <= {v[19:0],  4'b0};
	else if (v[18]) cnum <= {v[18:0],  5'b0};
	else if (v[17]) cnum <= {v[17:0],  6'b0};
	else if (v[16]) cnum <= {v[16:0],  7'b0};
	else if (v[15]) cnum <= {v[15:0],  8'b0};
	else if (v[14]) cnum <= {v[14:0],  9'b0};
	else if (v[13]) cnum <= {v[13:0], 10'b0};
	else if (v[12]) cnum <= {v[12:0], 11'b0};
	else if (v[11]) cnum <= {v[11:0], 12'b0};
	else if (v[10]) cnum <= {v[10:0], 13'b0};
	else if (v[ 9]) cnum <= {v[ 9:0], 14'b0};
	else if (v[ 8]) cnum <= {v[ 8:0], 15'b0};
	else if (v[ 7]) cnum <= {v[ 7:0], 16'b0};
	else if (v[ 6]) cnum <= {v[ 6:0], 17'b0};
	else if (v[ 5]) cnum <= {v[ 5:0], 18'b0};
	else if (v[ 4]) cnum <= {v[ 4:0], 19'b0};
	else if (v[ 3]) cnum <= {v[ 3:0], 20'b0};
	else if (v[ 2]) cnum <= {v[ 2:0], 21'b0};
	else if (v[ 1]) cnum <= {v[ 1:0], 22'b0};
	else cnum <=24'h800_000;
end
endmodule
module lzsv(
	input wire clk,
	input wire [23:0] v,
	output wire [4:0] num,
	output wire [23:0] res
);
 reg [28:0] cnum;
 assign num = cnum[28:24];
 assign res = cnum[23:0];
always @(posedge clk) begin
	if (v[23]) cnum <= {5'd0, v};
	else if (v[22]) cnum <= {5'd1, v[22:0],  1'b0};
	else if (v[21]) cnum <= {5'd2, v[21:0],  2'b0};
	else if (v[20]) cnum <= {5'd3, v[20:0],  3'b0};
	else if (v[19]) cnum <= {5'd4, v[19:0],  4'b0};
	else if (v[18]) cnum <= {5'd5, v[18:0],  5'b0};
	else if (v[17]) cnum <= {5'd6, v[17:0],  6'b0};
	else if (v[16]) cnum <= {5'd7, v[16:0],  7'b0};
	else if (v[15]) cnum <= {5'd8, v[15:0],  8'b0};
	else if (v[14]) cnum <= {5'd9, v[14:0],  9'b0};
	else if (v[13]) cnum <= {5'd10, v[13:0], 10'b0};
	else if (v[12]) cnum <= {5'd11, v[12:0], 11'b0};
	else if (v[11]) cnum <= {5'd12, v[11:0], 12'b0};
	else if (v[10]) cnum <= {5'd13, v[10:0], 13'b0};
	else if (v[ 9]) cnum <= {5'd14, v[ 9:0], 14'b0};
	else if (v[ 8]) cnum <= {5'd15, v[ 8:0], 15'b0};
	else if (v[ 7]) cnum <= {5'd16, v[ 7:0], 16'b0};
	else if (v[ 6]) cnum <= {5'd17, v[ 6:0], 17'b0};
	else if (v[ 5]) cnum <= {5'd18, v[ 5:0], 18'b0};
	else if (v[ 4]) cnum <= {5'd19, v[ 4:0], 19'b0};
	else if (v[ 3]) cnum <= {5'd20, v[ 3:0], 20'b0};
	else if (v[ 2]) cnum <= {5'd21, v[ 2:0], 21'b0};
	else if (v[ 1]) cnum <= {5'd22, v[ 1:0], 22'b0};
	else if (v[ 0]) cnum <= {5'd23, 24'h800_000};
	else cnum <= {5'd24, 24'd0};
end
endmodule
==> design/flow/run.sh <==
#!/bin/bash
# OpenROAD 26Q1-2900-gdf79404cd8, Yosys 0.63+post, stock flow scripts
make -C /OpenROAD-flow-scripts/flow DESIGN_CONFIG=/design/flow/config.mk WORK_HOME=/design/flow/orfs finish
==> design/flow/config.mk <==
export PLATFORM = sky130hd
export DESIGN_NAME = float_addsub
export DESIGN_NICKNAME = float_addsub
export VERILOG_FILES = /design/flow/design.v
export SDC_FILE = /design/flow/constraint.sdc
export NUM_CORES = 4
export LEC_CHECK = 1
export CORE_UTILIZATION = 30
==> design/flow/constraint.sdc <==
current_design float_addsub

set clk_period 15.3
set clk_io_pct 0.2

create_clock -name clk0 -period $clk_period [get_ports {clk}]

set non_clock_inputs [all_inputs -no_clocks]
set_input_delay [expr $clk_period * $clk_io_pct] -clock clk0 $non_clock_inputs
set_output_delay [expr $clk_period * $clk_io_pct] -clock clk0 [all_outputs]
==> summary.rpt <==
CLOCKING
----------------------------------------------------------------------------------------------------
Total clock buffers created by CTS                                                                37
Clock tree buffer depth                                                                            3
Number of setup buffers added after CTS                                                            0
# hold bufs at CTS                                                                                 0
CTS H-tree lvls                                                                                    2
Late-Pin Clk Latency                                                                         0.55 ns
Post-CTS sizing                                                                                    0
Root cell of the clock tree                                                                clkbuf_16
Clock-pin slew reported for the worst setup and hold paths after clock tree synthesis        0.06 ns
Num Clock Sinks                                                                                  335
CTS tree                                                                                       built

GLOBAL ROUTING
----------------------------------------------------------------------------------------------------
Largest net degree at the start of global routing                                                 50
Global-route met3 utilization                                                                  2.15%
Global routing usage on met1                                                                   23.8%
Met2 track demand over resource                                                                26.4%
Aggregate global-route resource usage                                                          16.7%
Total congestion overflow                                                                          0
Via count of the first global-routing pass                                                     12500
Initial antenna violation count                                                                    0
First-pass GRT wire length                                                                  70200 um
Most congested layer reported by global routing                                                 met2

WORST SETUP PATH
----------------------------------------------------------------------------------------------------
Crit path capture type                                                                      register
Kind of launch point of the worst setup path                                            primary input
Reg-to-reg setup timing slack                                                               11.73 ns
Critical path class                                                                     primary input to register
Critical path startpoint                                                                       v1[9]
Required arrival time at the worst endpoint                                                 15.74 ns
Cells on worst reg2reg path                                                                       11
RR Endpoint                                                                             r[22]$_SDFF_PN0_
CP Max Fanout                                                                                     46
Data arrival, critical path                                                                  6.33 ns
Critical Path Sink                                                                      vb[2]$_DFF_P_
Startpoint of the worst register-to-register path                                       vb3[1]$_DFF_P_

PLACED DESIGN
----------------------------------------------------------------------------------------------------
Number of buffers inserted by port buffering                                                      97
Cell Count Post-Placement                                                                       2487
Routability congestion estimate                                                                0.940
Placed wire-length estimate after detailed placement                                        31300 um

ROUTE
----------------------------------------------------------------------------------------------------
Average detailed-routed wire length per instance                                             17.5 um
First-pass DRT Iterations                                                                          6
Inserted Diodes                                                                                    0
Total DRC errors in the routed layout                                                              0
Vias per cell                                                                                   5.27
Number of DRC markers in iteration 0                                                            1159
Via count of the routed design                                                                 13500
Antenna Violating Nets Remaining                                                                   0
Routed WL                                                                                   44600 um

FINAL TIMING
----------------------------------------------------------------------------------------------------
Setup violators final                                                                              0
Setup repair after global routing missed its margin                                            false
Worst slew margin relative to its limit                                                        39.2%
Post-route fraction of the period consumed by the critical path                                38.5%
Post-Route Skew                                                                            0.0245 ns
Highest achievable clock rate                                                                170 MHz
Measured slew at the worst slew-check pin                                                   0.908 ns
Final max-slew violation count                                                                     0
Final Hold Viols                                                                                   0
Final setup TNS                                                                                 0 ns
Final period demand of the worst path                                                        5.89 ns

SYNTH
----------------------------------------------------------------------------------------------------
Top-count cell post-synth                                                                    dfxtp_1
Synth Cell Area                                                                          16000 sq um
Post-synthesis simple-gate area fraction                                                       12.4%
Mux share of post-synthesis cell area                                                          5.61%
Post-synthesis cell count from yosys                                                            1799
Yosys stat chip area                                                                     16000 sq um
Primary FF master, synth                                                                     dfxtp_1
Share of synthesized cell area in full adder, half adder and majority cells                    7.40%
Top non-seq family                                                                      AND-OR/OR-AND gates
Area share, top type                                                                           42.0%
Compound-gate portion of the synthesized area                                                  24.2%
List of most frequent post-synthesis cells                                              dfxtp_1 (335), a21oi_1 (159), nor2_1 (122)
Count of synthesis-stage warnings from yosys                                                       4
Register area share after synthesis                                                            42.0%
Main area contributors after synthesis                                                  dfxtp_1 (42%), ha_1 (6.9%), a21oi_1 (5.0%)
EDFF count, synth                                                                                  0
Post-Synth XOR/XNOR Area                                                                       2.31%
FFs w/ async S/R, synth                                                                           0%
Synthesis-stage register bit count                                                               335
Cell taking the most area after synthesis                                                    dfxtp_1
Library cells used by synthesis                                                                   75
Instance tally after logic synthesis                                                            1799
Synthesized area per cell                                                                 8.87 sq um

WORST HOLD PATH
----------------------------------------------------------------------------------------------------
Worst hold path class                                                                   register to register

POWER AND IR DROP
----------------------------------------------------------------------------------------------------
Leakage component of the power                                                               7.47 nW
Maximum VDD drop                                                                           0.0795 mV
Power density of the placed cells                                                        181 nW/um^2

FLOW RUN
----------------------------------------------------------------------------------------------------
OpenROAD warning count                                                                            48
Max-cap viol count                                                                                 0

FINISH
----------------------------------------------------------------------------------------------------
Share of layout cells above drive strength 1                                                   9.38%
Final Non-Filler Cells                                                                          2554
Area added between synthesis and finish                                                        17.7%

DIE
----------------------------------------------------------------------------------------------------
I/O pin count                                                                                     98
Number of core rows                                                                               84
Fp util                                                                                        30.4%
Chip Area                                                                                54100 sq um
X dimension of the die                                                                        233 um
Core Region                                                                              52600 sq um
Height of the die                                                                             233 um

OUTCOME
----------------------------------------------------------------------------------------------------
Run status                                                                              finished clean

==> layout by cell type, fill, tap and decap left out, types with 9 or more instances in the layout <==
cell type and n:
nand3_1 37, a31oi_1 18, and3_1 9, a21oi_1 159, a22oi_1 39, clkbuf_16 38
nand2_1 110, clkbuf_1 10, o21ai_0 87, o22ai_1 9, inv_1 115, dfxtp_1 335
buf_4 35, nor2_1 122, mux2_2 66, a311oi_1 12, clkdlybuf4s50_1 97, nor2b_1 23
nand2b_1 17, xor2_1 16, nand4_1 14, nor4_1 12, a211oi_1 61, o211ai_1 20
nor3_1 38, xnor2_1 24, mux2i_1 13, a21o_1 26, ha_1 88, a221oi_1 33
a22o_1 11, o31ai_1 14
==> worst min-delay path by stage <==
stage | from | endpoint | slack (ns) | cells after the start
5_1_grt | lzr[1]$_DFF_P_ | res[1]$_DFF_P_ | 0.33 | 0
4_1_cts | vb2[15]$_DFF_P_ | vb3[15]$_DFF_P_ | 0.32 | 0
6_report | vb2[15]$_DFF_P_ | vb3[15]$_DFF_P_ | 0.32 | 0
==> routing by layer <==
metal | up-vias | part of all wire [%] | wire (um)
met2 | 502 | 46 | 20500
met4 | 0 | 3.7 | 1650
met5 | - | 0 | 0
met1 | 6254 | 45 | 20000
li1 | 6604 | - | -
met3 | 103 | 5.6 | 2500
==> state kept, by name, summed over array words and instances (netlist names), 24 cells and up <==
signal and count:
res 32, vb 32, vs 32, lzm.cnum 28, r 24, vs3 24
==> worst max-delay path: stages <==
cell and delay (ns):
clkdlybuf4s50_1 0.50, inv_1 0.05, ha_1 0.30, a21oi_1 0.08, o21ai_0 0.25, a21o_1 0.16
a21oi_1 0.05, o21ai_0 0.15, a21oi_1 0.13, o21ai_4 0.55, buf_4 0.58, mux2_2 0.40
==> through the flow <==
step | power (mW) | setup WS, ns | hold slack, ns | instance area, sq um | util, %
floorplan | 2.11 | 9.89 | 0.310 | 16000 | -
global placement | 2.53 | 8.76 | 0.310 | 17600 | 33.4
detailed placement | 2.54 | 8.74 | 0.312 | 17600 | 33.4
CTS | 3.42 | 9.33 | 0.323 | 18800 | 35.7
global route | 3.63 | 9.18 | 0.328 | 18800 | 35.7
finish | 3.40 | 9.41 | 0.323 | 18800 | 35.7
==> layout make-up <==
cell class / count / area [sq um]
inverters: 123 / 462
clock inverters: 15 / 166
flip-flops and latches: 335 / 6710
fillers: 5272 / 33800
repair buffers: 132 / 1230
multi-input cells: 1209 / 8310
well taps: 688 / 861
clock buffers: 52 / 1040
==> power by group <==
group | internal [mW] | switching (mW)
clock | 0.517 | 0.350
combinational | 0.516 | 0.756
sequential | 1.10 | 0.159
==> cell families after synthesis <==
group	after synthesis
fa+ha+maj	92
simple gates	419
mux	81
compound gates	575
flops	335
xor+xnor	42
buf+inv	255
Power is estimated from default activity; no workload was simulated.
