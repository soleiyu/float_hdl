**./run.sh**
```bash
#!/bin/bash
# OpenROAD 26Q1-2900-gdf79404cd8, Yosys 0.63+post, stock flow scripts
make -C /OpenROAD-flow-scripts/flow DESIGN_CONFIG=/design/flow/config.mk WORK_HOME=/design/flow/orfs finish
```
**./design.v**
```verilog
module float_sub(
	input wire clk,
	input wire [31:0] v1,
	input wire [31:0] v2,
	output wire [31:0] vres
);
	assign vres = res;
	reg [31:0] vb;
	reg [31:0] vs;
	reg [24:0] r1;
	reg [7:0] dexp;
	reg [7:0] vexp;
	reg [22:0] vb2;
	reg [22:0] vs2;
	reg [7:0] vexp2;
	reg [24:0] vb3;
	reg [24:0] vs3;
	reg [7:0] vexp3;
	reg [24:0] r;
	reg [7:0] vexp4;
	reg [7:0] vexp5;
	reg [23:0] lzr;
	wire [4:0] lznum;
	wire [23:0] lzres;
	lzsv lzm(
		.clk(clk),
		.v(r),
		.num(lznum),
		.res(lzres)
	);
	reg [31:0] res;
	always @(posedge clk) begin
		if (v2[30:23] < v1[30:23]) begin
			vb <= v1;
			vs <= v2;
		end else if (v1[30:23] < v2[30:23]) begin
			vb <= v2;
			vs <= v1;
		end else if (v2[22:0] < v1[22:0]) begin
			vb <= v1;
			vs <= v2;
		end else begin
			vb <= v2;
			vs <= v1;
		end
		dexp <= vb[30:23] - vs[30:23];
		vexp <= vb[30:23];
		vb2 <= vb;
		vs2 <= vs;
		vexp2 <= vexp;
		vb3 <= {2'b1, vb2};
		vs3 <= {1'b0, vssf({1'b1, vs2}, dexp)};
		vexp3 <= vexp2;
		r <= vb3 - vs3;
		vexp4 <= vexp3;
		vexp5 <= vexp4 - {3'b0, lznum};
		lzr <= lzres;
		res[31] <= 1'b0;
		res[30:23] <= vexp5;
		res[22:0] <= lzr[22:0];
	end
function [23:0] vssf(input [23:0] v, input [7:0] num);
begin
  case(num)
  8'd0: vssf = v;
  8'd1: vssf = {1'b0, v[23:1]};
  8'd2: vssf = {2'b0, v[23:2]};
  8'd3: vssf = {3'b0, v[23:3]};
  8'd4: vssf = {4'b0, v[23:4]};
  8'd5: vssf = {5'b0, v[23:5]};
  8'd6: vssf = {6'b0, v[23:6]};
  8'd7: vssf = {7'b0, v[23:7]};
  8'd8: vssf = {8'b0, v[23:8]};
  8'd9: vssf = {9'b0, v[23:9]};
  8'd10: vssf = {10'b0, v[23:10]};
  8'd11: vssf = {11'b0, v[23:11]};
  8'd12: vssf = {12'b0, v[23:12]};
  8'd13: vssf = {13'b0, v[23:13]};
  8'd14: vssf = {14'b0, v[23:14]};
  8'd15: vssf = {15'b0, v[23:15]};
  8'd16: vssf = {16'b0, v[23:16]};
  8'd17: vssf = {17'b0, v[23:17]};
  8'd18: vssf = {18'b0, v[23:18]};
  8'd19: vssf = {19'b0, v[23:19]};
  8'd20: vssf = {20'b0, v[23:20]};
  8'd21: vssf = {21'b0, v[23:21]};
  8'd22: vssf = {22'b0, v[23:22]};
  8'd23: vssf = {23'b0, v[23]};
  default: vssf = 24'b0;
  endcase
end
endfunction
endmodule
module lz(
	input wire clk,
	input wire [23:0] v,
	output wire [4:0] num
);
 reg [4:0] cnum;
 assign num = cnum;
always @(posedge clk) begin
	if (v[23]) cnum <= 5'd0;
	else if (v[22]) cnum <= 5'd1;
	else if (v[21]) cnum <= 5'd2;
	else if (v[20]) cnum <= 5'd3;
	else if (v[19]) cnum <= 5'd4;
	else if (v[18]) cnum <= 5'd5;
	else if (v[17]) cnum <= 5'd6;
	else if (v[16]) cnum <= 5'd7;
	else if (v[15]) cnum <= 5'd8;
	else if (v[14]) cnum <= 5'd9;
	else if (v[13]) cnum <= 5'd10;
	else if (v[12]) cnum <= 5'd11;
	else if (v[11]) cnum <= 5'd12;
	else if (v[10]) cnum <= 5'd13;
	else if (v[ 9]) cnum <= 5'd14;
	else if (v[ 8]) cnum <= 5'd15;
	else if (v[ 7]) cnum <= 5'd16;
	else if (v[ 6]) cnum <= 5'd17;
	else if (v[ 5]) cnum <= 5'd18;
	else if (v[ 4]) cnum <= 5'd19;
	else if (v[ 3]) cnum <= 5'd20;
	else if (v[ 2]) cnum <= 5'd21;
	else if (v[ 1]) cnum <= 5'd22;
	else if (v[ 0]) cnum <= 5'd23;
	else cnum <= 5'd24;
end
endmodule
module lzv(
	input wire clk,
	input wire [23:0] v,
	output wire [23:0] res
);
 reg [23:0] cnum;
 assign res = cnum;
always @(posedge clk) begin
	if (v[23]) cnum <= v;
	else if (v[22]) cnum <= {v[22:0],  1'b0};
	else if (v[21]) cnum <= {v[21:0],  2'b0};
	else if (v[20]) cnum <= {v[20:0],  3'b0};
	else if (v[19]) cnum <= {v[19:0],  4'b0};
	else if (v[18]) cnum <= {v[18:0],  5'b0};
	else if (v[17]) cnum <= {v[17:0],  6'b0};
	else if (v[16]) cnum <= {v[16:0],  7'b0};
	else if (v[15]) cnum <= {v[15:0],  8'b0};
	else if (v[14]) cnum <= {v[14:0],  9'b0};
	else if (v[13]) cnum <= {v[13:0], 10'b0};
	else if (v[12]) cnum <= {v[12:0], 11'b0};
	else if (v[11]) cnum <= {v[11:0], 12'b0};
	else if (v[10]) cnum <= {v[10:0], 13'b0};
	else if (v[ 9]) cnum <= {v[ 9:0], 14'b0};
	else if (v[ 8]) cnum <= {v[ 8:0], 15'b0};
	else if (v[ 7]) cnum <= {v[ 7:0], 16'b0};
	else if (v[ 6]) cnum <= {v[ 6:0], 17'b0};
	else if (v[ 5]) cnum <= {v[ 5:0], 18'b0};
	else if (v[ 4]) cnum <= {v[ 4:0], 19'b0};
	else if (v[ 3]) cnum <= {v[ 3:0], 20'b0};
	else if (v[ 2]) cnum <= {v[ 2:0], 21'b0};
	else if (v[ 1]) cnum <= {v[ 1:0], 22'b0};
	else cnum <=24'h800_000;
end
endmodule
module lzsv(
	input wire clk,
	input wire [23:0] v,
	output wire [4:0] num,
	output wire [23:0] res
);
 reg [28:0] cnum;
 assign num = cnum[28:24];
 assign res = cnum[23:0];
always @(posedge clk) begin
	if (v[23]) cnum <= {5'd0, v};
	else if (v[22]) cnum <= {5'd1, v[22:0],  1'b0};
	else if (v[21]) cnum <= {5'd2, v[21:0],  2'b0};
	else if (v[20]) cnum <= {5'd3, v[20:0],  3'b0};
	else if (v[19]) cnum <= {5'd4, v[19:0],  4'b0};
	else if (v[18]) cnum <= {5'd5, v[18:0],  5'b0};
	else if (v[17]) cnum <= {5'd6, v[17:0],  6'b0};
	else if (v[16]) cnum <= {5'd7, v[16:0],  7'b0};
	else if (v[15]) cnum <= {5'd8, v[15:0],  8'b0};
	else if (v[14]) cnum <= {5'd9, v[14:0],  9'b0};
	else if (v[13]) cnum <= {5'd10, v[13:0], 10'b0};
	else if (v[12]) cnum <= {5'd11, v[12:0], 11'b0};
	else if (v[11]) cnum <= {5'd12, v[11:0], 12'b0};
	else if (v[10]) cnum <= {5'd13, v[10:0], 13'b0};
	else if (v[ 9]) cnum <= {5'd14, v[ 9:0], 14'b0};
	else if (v[ 8]) cnum <= {5'd15, v[ 8:0], 15'b0};
	else if (v[ 7]) cnum <= {5'd16, v[ 7:0], 16'b0};
	else if (v[ 6]) cnum <= {5'd17, v[ 6:0], 17'b0};
	else if (v[ 5]) cnum <= {5'd18, v[ 5:0], 18'b0};
	else if (v[ 4]) cnum <= {5'd19, v[ 4:0], 19'b0};
	else if (v[ 3]) cnum <= {5'd20, v[ 3:0], 20'b0};
	else if (v[ 2]) cnum <= {5'd21, v[ 2:0], 21'b0};
	else if (v[ 1]) cnum <= {5'd22, v[ 1:0], 22'b0};
	else if (v[ 0]) cnum <= {5'd23, 24'h800_000};
	else cnum <= {5'd24, 24'd0};
end
endmodule
```
**./config.mk**
```make
export PLATFORM = sky130hd
export DESIGN_NAME = float_sub
export DESIGN_NICKNAME = float_sub
export VERILOG_FILES = /design/flow/design.v
export SDC_FILE = /design/flow/constraint.sdc
export NUM_CORES = 4
export LEC_CHECK = 1
export CORE_UTILIZATION = 40
```
**./constraint.sdc**
```tcl
current_design float_sub

set clk_period 13.2
set clk_io_pct 0.2

create_clock -name clk0 -period $clk_period [get_ports {clk}]

set non_clock_inputs [all_inputs -no_clocks]
set_input_delay [expr $clk_period * $clk_io_pct] -clock clk0 $non_clock_inputs
set_output_delay [expr $clk_period * $clk_io_pct] -clock clk0 [all_outputs]
```
==> run_results.csv <==
group,metric,value,unit
outcome,status,"completed",
synth,synthArstFlopShare,0,%
floorplan,initCoreUtil,40.7,%
worst_hold_path,worstHoldStart,"lzm.cnum[22]$_DFF_P_",
worst_setup_path,worstSetupPathType,"input pin to flip-flop",
floorplan,die_w,189,um
placement,dp_hpwl,25300,um
synth,ys_seq_share,44.0,%
timing,max_freq,160,MHz
timing,finalSetupViolCount,0,
timing,hold_viol_final,0,
power,power_density,222,nW/um2
worst_setup_path,r2r_slack,10.10,ns
timing,slew_viol_final,0,
timing,fin_crit,6.25,ns
global_route,grt_max_degree,59,
clock_tree,clock-sinks,309,
worst_hold_path,holdPathEnd,"lzr[22]$_DFF_P_",
timing,grt_setup_unrepaired,"no",
clock_tree,cts_resized,0,
timing,fin_ws,6.95,ns
synth,ys.flop_type,"dfxtp_1",
drt,drt_iter0_drc,1013,
worst_setup_path,setup.worst_path.end_class,"flip-flop",
synth,top_cell_area_share,44.0,%
clock_tree,htreeDepth,2,
timing,worst_slew_pin_slew,0.854,ns
run,maxCapViolations,0,
timing,relSlewSlack,42.5,%
drt,wl_per_cell,18.3,um
worst_hold_path,holdPathStages,0,
clock_tree,ctsHoldBuffers,0,
global_route,grt_util_all_layers,22.0,%
worst_setup_path,max_stage_delay,0.62,ns
floorplan,fp.coreArea,34500,um2
drt,antenna_left,0,
floorplan,row_count,68,
clock_tree,clk_latency,0.51,ns
placement,placed_area,15300,um2
timing,fin_setup_tns,0,ns
final_layout,fillers,3239,
synth,edf_count,0,
final_layout,syn_to_final_growth,16.6,%
global_route,antenna_found_initial,1,
clock_tree,clock_path_buffers,3,
worst_setup_path,crit_path_max_fanout,48,
clock_tree,cts_tree,"done",
placement,gp_congestion,0.950,
placement,dpl_worst_slack,6.17,ns
power,p_leak,6.54,nW
synth,synth.cell_area,14100,um2
synth,syn_avg_cell_area,9.03,um2
worst_setup_path,required,13.58,ns
final_layout,drive_gt1_share,9.94,%
synth,top_cells_by_area,"dfxtp_1 44%, ha_1 5.8%, a21oi_1 5.6%",
drt,routed_wl,38000,um
floorplan,chipArea,35900,um2
run,warnings,27,
placement,io_buffers,93,
synth,synth.distinct_cells,80,
global_route,grt_pass1_wl,60900,um
floorplan,die_height,189,um
synth,ys_ff,309,
clock_tree,clock-root-buffer,"clkbuf_16",
timing,post-route-period-util,47.4,%
clock_tree,post_cts_buffers,0,
synth,ys_warn_count,3,
synth,ys_cells,1557,
clock_tree,numCtsBuffers,34,
global_route,grt_pass1_vias,11000,
synth,synthCells,1557,
clock_tree,clk_pin_slew,0.06,ns
global_route,gr-total-overflow,0,
timing,clock-skew-final,0.0284,ns
worst_setup_path,cp.arrival,6.64,ns
worst_setup_path,critPathLaunchType,"input pin",
synth,yosys-top-cells-count,"309 x dfxtp_1, 157 x a21oi_1, 123 x nand2_1",
worst_setup_path,crit_top_cell,"a21o_1",
synth,synth.most_common_cell,"dfxtp_1",
drt,n_antenna_cell,0,
synth,yosys.area.top_type,"dfxtp_1",
worst_setup_path,crit_chain,"clkdlybuf4s50_1 -> inv_1 -> ha_1 -> a21o_1 -> a21o_1 -> a21oi_1 -> nor2_1 -> a211oi_2 -> o2111ai_1 -> a41oi_4 -> buf_4 -> mux2_2",
worst_setup_path,r2r-end,"vs3[15]$_DFF_P_",
drt,first_pass_iters,6,
drt,drc,0,
floorplan,pin_count,97,
worst_setup_path,crit_path_top_delay_cell,"buf_4",
synth,yosys_area,14100,um2
drt,vias,11700,
power,peakVddDrop,0.124,mV
worst_setup_path,reg2reg_from,"dexp[0]$_DFF_P_",
timing,holdWs,0.300,ns
worst_hold_path,hp-class,"flip-flop to flip-flop",
drt,via_per_inst,5.66,
worst_setup_path,r2r_cells,7,
final_layout,fin_area,16400,um2
## stage by stage
stage               power, mW  cells  util (%)
floorplan                2.28   1557         -
global placement         2.73   2015      44.3
detailed placement       2.74   2015      44.3
CTS                      3.65   2074      47.4
global route             3.89   2074      47.4
finish                   3.64   2074      47.4
## area by class of cell
class | instances | area [um2] | share of cell area [%]
Tap cell | 455 | 569 | 3.47
Sequential cell | 309 | 6190 | 37.7
Timing Repair Buffer | 130 | 1210 | 7.38
Inverter | 98 | 368 | 2.24
Clock buffer | 46 | 967 | 5.90
Clock inverter | 13 | 119 | 0.725
Multi-Input combinational cell | 1023 | 6970 | 42.5
## cells in the final DEF, fill, tap and decap left out, types with 11 or more instances in the layout
master	count
mux2_2	48
a211oi_1	31
mux2i_1	13
o21ai_0	80
nand4_1	12
dfxtp_1	309
clkbuf_16	35
ha_1	65
nand3_1	21
a221oi_1	25
buf_4	37
nor2b_1	18
xnor2_1	18
nor3_1	32
o31ai_1	19
nor2_1	87
a21oi_1	157
a21o_1	18
a31oi_1	28
nand2b_1	11
o211ai_1	16
nand2_1	123
inv_1	93
xor2_1	11
a22oi_1	29
clkdlybuf4s50_1	93
## power breakdown
part	leakage, nW	total (mW)	internal, mW	switching, mW
Sequential	2.60	1.31	1.19	0.125
Clock	0.516	0.899	0.537	0.362
Combinational	3.42	1.43	0.551	0.882
## layer usage
| metal | up-vias | GRT usage, % | part of all wire [%] |
|---|---|---|---|
| li1 | 5677 | - | - |
| met1 | 5442 | 31.3 | 44 |
| met2 | 516 | 34.7 | 46 |
| met3 | 96 | 3.54 | 6.7 |
| met4 | 0 | 7.51 | 3.7 |
| met5 | - | 0 | 0 |
## critical path: cells and delay by family
family / cells / cell delay (ns)
compound gates: 6 / 1.96
buf+inv: 3 / 1.16
mux: 1 / 0.41
fa+ha+maj: 1 / 0.30
simple gates: 1 / 0.11
## registers in the layout, indices dropped and copies added, names as in the netlist
signal    flops
vexp          8
res          31
dexp          8
vexp4         8
vb2          23
vb3          23
lzm.cnum     28
lzr          23
vexp3         8
vs           31
vs3          24
vb           31
vexp5         8
r            24
vs2          23
vexp2         8
## worst max-delay path by stage
stage	to	from	slack, ns	cells past startpoint
final	vb[16]$_DFF_P_	v1[16]	6.95	12
after CTS	vb[14]$_DFF_P_	v1[16]	6.69	12
after global routing	vb[14]$_DFF_P_	v1[16]	6.62	12
## kinds of logic after synthesis
group | Yosys count | synth area share (%)
AND-OR/OR-AND | 507 | 23.9
AND/OR/NAND/NOR | 342 | 11.4
flip-flops | 309 | 44.0
buffers and inverters | 225 | 6.43
multiplexers | 76 | 6.24
adder cells (fa/ha/maj) | 68 | 6.21
XOR/XNOR | 29 | 1.81
other | 1 | 0.0267
Power is estimated from default activity; no workload was simulated.
