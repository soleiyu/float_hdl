File: design/flow/design.v
module float_add(
	input wire clk,
	input wire [31:0] v1,
	input wire [31:0] v2,
	output wire [31:0] vres
);
	assign vres = res;
	reg [31:0] vb;
	reg [31:0] vs;
	reg [24:0] r1;
	reg [7:0] dexp;
	reg [7:0] vexp;
	reg [22:0] vb2;
	reg [22:0] vs2;
	reg [7:0] vexp2;
	reg [24:0] vb3;
	reg [24:0] vs3;
	reg [7:0] vexp3;
	reg [24:0] r;
	reg [31:0] res;
	always @(posedge clk) begin
		if (v2[30:23] < v1[30:23]) begin
			vb <= v1;
			vs <= v2;
		end else begin
			vb <= v2;
			vs <= v1;
		end
		dexp <= vb[30:23] - vs[30:23];
		vexp <= vb[30:23];
		vb2 <= vb;
		vs2 <= vs;
		vexp2 <= vexp;
		vb3 <= {2'b1, vb2};
		vs3 <= {1'b0, vssf({1'b1, vs2}, dexp)};
		vexp3 <= vexp2;
		r <= vb3 + vs3;
		res[31] <= 1'b0;
		if (r[24]) begin
			res[30:23] <= vexp3 + 8'b1;
			res[22:0] <= r[23:1];
		end else begin
			res[30:23] <= vexp3;
			res[22:0] <= r[22:0];
		end
	end
function [23:0] vssf(input [23:0] v, input [7:0] num);
begin
  case(num)
  8'd0: vssf = v;
  8'd1: vssf = {1'b0, v[23:1]};
  8'd2: vssf = {2'b0, v[23:2]};
  8'd3: vssf = {3'b0, v[23:3]};
  8'd4: vssf = {4'b0, v[23:4]};
  8'd5: vssf = {5'b0, v[23:5]};
  8'd6: vssf = {6'b0, v[23:6]};
  8'd7: vssf = {7'b0, v[23:7]};
  8'd8: vssf = {8'b0, v[23:8]};
  8'd9: vssf = {9'b0, v[23:9]};
  8'd10: vssf = {10'b0, v[23:10]};
  8'd11: vssf = {11'b0, v[23:11]};
  8'd12: vssf = {12'b0, v[23:12]};
  8'd13: vssf = {13'b0, v[23:13]};
  8'd14: vssf = {14'b0, v[23:14]};
  8'd15: vssf = {15'b0, v[23:15]};
  8'd16: vssf = {16'b0, v[23:16]};
  8'd17: vssf = {17'b0, v[23:17]};
  8'd18: vssf = {18'b0, v[23:18]};
  8'd19: vssf = {19'b0, v[23:19]};
  8'd20: vssf = {20'b0, v[23:20]};
  8'd21: vssf = {21'b0, v[23:21]};
  8'd22: vssf = {22'b0, v[23:22]};
  8'd23: vssf = {23'b0, v[23]};
  default: vssf = 24'b0;
  endcase
end
endfunction
endmodule
File: design/flow/run.sh
#!/bin/bash
# OpenROAD 26Q1-2900-gdf79404cd8, Yosys 0.63+post, stock flow scripts
make -C /OpenROAD-flow-scripts/flow DESIGN_CONFIG=/design/flow/config.mk WORK_HOME=/design/flow/orfs finish
File: design/flow/config.mk
export PLATFORM = sky130hd
export DESIGN_NAME = float_add
export DESIGN_NICKNAME = float_add
export VERILOG_FILES = /design/flow/design.v
export SDC_FILE = /design/flow/constraint.sdc
export NUM_CORES = 4
export LEC_CHECK = 1
export CORE_UTILIZATION = 50
File: design/flow/constraint.sdc
current_design float_add

set clk_period 7.3
set clk_io_pct 0.2

create_clock -name clk0 -period $clk_period [get_ports {clk}]

set non_clock_inputs [all_inputs -no_clocks]
set_input_delay [expr $clk_period * $clk_io_pct] -clock clk0 $non_clock_inputs
set_output_delay [expr $clk_period * $clk_io_pct] -clock clk0 [all_outputs]
==> results_slide.txt <==
Physical Implementation Snapshot

Setup path
  – RR Endpoint: vs3[0]
  – R2R setup slack: around 4.5 ns
  – Crit Path Max Fanout: 62
  – Worst endpoint data arrival time: 3.85 ns
  – RR Startpoint: dexp[1]
  – Kind of critical path: input port to flop
  – Crit end category: flop
  – R2r worst-path depth: 7
  – CP startpoint kind: input port
  – CP required: 7.70 ns

STA
  – Max-slew headroom: 39.85%
  – Pins over their slew limit: 0
  – Final hold viol count: 0
  – Max Clk Rate: approximately 290 MHz
  – Setup violators final: 0
  – Tcrit/Tclk final: around 47%
  – Setup TNS: 0 ns
  – Skew final: approximately 0.0070 ns
  – Slew @ Worst Pin: 0.9004 ns
  – RSZ-0062 raised after global routing: no
  – Clock period minus worst slack: between 3 and 4 ns

Clock network
  – CTS sink cnt: about 240
  – Num CTS Buffers: 23
  – TritonCTS clock tree: done
  – Hold buffer count at CTS: 0
  – Clock latency (worst-skew pair): ~0.52 ns
  – # resized after CTS: 0
  – H-tree levels: 1
  – Clock Path Buffers: 3
  – Setup Buffers After CTS: 0
  – Root Driver: clkbuf_16
  – Clk slew on worst S/H paths: 0.06 ns

Placement
  – Final HPWL DP: 17.60 mm
  – Placer Congestion: 1.036
  – PortBufs: 93

Synthesis
  – # Cells Yosys: 953
  – Netlist cell types: 77
  – Synth flops: 243
  – Synthesized area per cell: 10.52 um^2
  – Yosys warning tally: 1
  – Post-Syn Instances: around 950
  – YS chip area: between 10000 and 15000 um^2
  – Main synth FF type: dfxtp_1
  – Post-synth ARST share: 0%
  – Number of flops mapped to enable cells by yosys: 0
  – Mapped cell area: between 10000 and 15000 um^2
  – Sequential share of the synthesized area: around half

Floorplan
  – FP Core Util: around 51%
  – Die area: 20620 um^2
  – Die Span Y: 143.6 um
  – DIE WIDTH: 143.6 um
  – Core Box Area: between 15000 and 20000 um^2
  – I/O pin cnt: slightly below 100
  – Site Rows: 51

Route
  – # DRC: 0
  – Final WL: 25.37 mm
  – Routed WL per cell: 19.47 um
  – DR pass1 iterations: 5
  – Via count: 7411
  – DRT iter0 DRCs: roughly 700
  – Antenna-violating nets left: 0
  – Via/cell ratio: 5.688

Power and ir drop
  – PwrDens: 353.0 nW/um^2
  – Max VDD drop: between 0.0002 and 0.00025 V
  – Leakage: 4.771 nW
  – Pwr Total: 4.184 mW

Worst hold path
  – Hold Path Cell Cnt: 0
  – Min-delay src: vb2[3]
  – Hold Path Sink: vb3[3]
  – Worst hold path type: flop to flop

GRT
  – Vias in the first global route: 7062
  – Largest net degree at the start of global routing: 71
  – Antenna violations before repair: 1
  – Congestion Overflow GR: 0
  – First-pass GRT wire length: 38.71 mm
  – Total track usage: 25.66%

Finish
  – Layout cells sized above 1: 15.72%
  – Top Layout Cells: dfxtp_1, clkdlybuf4s50_1, mux2_2
  – Layout Area Growth over Synthesis: 18.25%
  – Most numerous logic cell after layout: dfxtp_1

Status
  – Outcome: finished clean

Job
  – Max-cap violations: 0
  – Log Warnings: 27
## power breakdown
group | switching [mW] | total (mW) | internal [mW]
Combinational | 0.642 | 1.17 | 0.532
Clock | 0.491 | 1.27 | 0.775
Sequential | 0.157 | 1.74 | 1.59
Total | 1.29 | 4.18 | 2.89
## cell usage after synthesis, drive strengths merged (4+ instances only)
library cell | count | share of area (%)
and3 | 9 | 0.56
nand3 | 24 | 1.2
nor2b | 9 | 0.56
dfxtp | 243 | 49
o211ai | 5 | 0.42
nor4 | 5 | 0.37
o22ai | 8 | 0.50
buf | 35 | 2.4
a211oi | 7 | 0.52
a211o | 5 | 0.44
a32oi | 6 | 0.52
clkbuf | 26 | 1.0
a22oi | 21 | 1.6
ha | 38 | 4.7
inv | 28 | 1.0
nand4 | 7 | 0.44
mux2i | 18 | 1.8
a221oi | 7 | 0.67
o21bai | 5 | 0.37
xnor2 | 21 | 1.8
mux2 | 90 | 10
nand2b | 16 | 1.0
nor3b | 6 | 0.45
xor2 | 11 | 0.96
and2 | 6 | 0.37
nor2 | 45 | 1.7
o32ai | 4 | 0.35
nand3b | 4 | 0.30
a222oi | 5 | 0.50
o21ai | 44 | 2.3
nor3 | 18 | 1.2
a31oi | 15 | 1.0
a21o | 15 | 1.1
a21oi | 54 | 2.7
nand2 | 52 | 1.9
## metal layers
layer	vias up	share of wire, %	track usage (%)
met4	0	3.1	7.783
li1	3590	-	-
met1	3476	46	38.86
met5	-	0	0
met2	294	44	38.20
met3	51	7.1	4.785
## kinds of logic (layout without fill, tap and decap cells)
group | count (synthesis) | count (layout) | synth area share, %
mux | 110 | 110 | 12.36
other cells | 1 | 2 | 0.03741
fa+ha+maj | 40 | 40 | 5.142
compound gates | 231 | 231 | 16.01
simple gates | 207 | 207 | 10.65
buf+inv | 89 | 173 | 4.481
xor+xnor | 32 | 32 | 2.796
flops | 243 | 243 | 48.53
## how the worst max path moves through the flow
stage,start,endpoint,cells past startpoint
after global routing,v1[28],vb[1],9
after CTS,v1[28],vb[1],9
final,v1[28],vb[1],9
## flip-flops by register name, summed over array words and instances (netlist names), 23 cells and up
signal and cells:
r 25, res 31, vb 31, vb2 23, vb3 23, vs 31
vs2 23, vs3 24
## worst max-delay path, stage by stage
cell	delay (ns)
clkdlybuf4s50_1	0.51
inv_1	0.06
ha_1	0.30
a21o_1	0.12
a21o_1	0.12
a21oi_1	0.11
o21ai_4	0.07
buf_4	0.60
mux2_2	0.43
## metrics by stage
| step | std cells | setup slack, ns | hold slack [ns] | utilization, % | area [um^2] |
|---|---|---|---|---|---|
| floorplan | 953 | 4.316 | 0.3096 | - | 10020 |
| global placement | 1260 | 3.467 | 0.3107 | 56.44 | 11020 |
| detailed placement | 1260 | 3.397 | 0.3121 | 56.44 | 11020 |
| CTS | 1302 | 3.881 | 0.3251 | 60.69 | 11850 |
| global route | 1302 | 3.788 | 0.3317 | 60.69 | 11850 |
| finish | 1303 | 3.856 | 0.3237 | 60.71 | 11850 |
## final cells by class
cell class	count	area [um^2]
Antenna cell	1	2.502
Clock buffer	27	600.6
Multi-Input combinational cell	621	4711
Timing Repair Buffer	103	1006
Clock inverter	15	230.2
Fill cell	1569	7672
Inverter	28	105.1
Sequential cell	243	4867
Tap cell	265	331.6
No activity file was given, so power comes from the tool's default toggle rates.
